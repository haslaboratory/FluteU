File: ./config.mk
export PLATFORM = sky130hd
export DESIGN_NAME = divider
export DESIGN_NICKNAME = divider
export VERILOG_FILES = /design/flow/design.v
export SDC_FILE = /design/flow/constraint.sdc
export NUM_CORES = 4
export LEC_CHECK = 1
export CORE_UTILIZATION = 40
export SYNTH_HDL_FRONTEND = slang
File: ./constraint.sdc
current_design divider

set clk_period 16.0
set clk_io_pct 0.2

create_clock -name clk0 -period $clk_period [get_ports {clk}]

set non_clock_inputs [all_inputs -no_clocks]
set_input_delay [expr $clk_period * $clk_io_pct] -clock clk0 $non_clock_inputs
set_output_delay [expr $clk_period * $clk_io_pct] -clock clk0 [all_outputs]
File: ./design.v
module divider(
    input wire          rst,
    input wire          clk,
    input wire          signed_div_i,
    input wire[31:0]    opdata1_i,
    input wire[31:0]    opdata2_i,
    input wire          start_i,             
    input wire          annul_i,             
    output reg[63:0]    result_o,
    output reg          ready_o              
);
    reg[1:0]    state;
    reg[5:0]    cnt;
    reg[64:0]   tmp_result;
    reg[31:0]   tmp_opdata2;
    wire[32:0]  minuend;
    assign minuend = {1'b0, tmp_result[63:32]} - {1'b0, tmp_opdata2};
    always @(posedge clk) begin
        if (rst == 1'b1) begin
            state <= 2'b00;
            result_o <= 64'h0000_0000_0000_0000;
            ready_o  <= 1'b0;
        end else begin
            case (state)
                2'b00: begin
                    if(start_i == 1'b1 && annul_i == 1'b0) begin
                        if(opdata2_i == 32'h00000000) begin
                            state <= 2'b11;
                        end else begin
                            state <= 2'b01;
                            cnt   <= 6'b000000;
                            if(signed_div_i == 1'b1 && opdata1_i[31] == 1'b1) begin
                                tmp_result <= {32'h00000000, ~opdata1_i + 1, 1'b0};
                            end else begin
                                tmp_result <= {32'h00000000, opdata1_i, 1'b0};
                            end
                            if(signed_div_i == 1'b1 && opdata2_i[31] == 1'b1) begin
                                tmp_opdata2 = ~opdata2_i + 1;
                            end else begin
                                tmp_opdata2 = opdata2_i;
                            end
                        end
                    end else begin
                        state <= 2'b00;
                        result_o <= 32'h00000000;
                        ready_o <= 1'b0;
                    end   
                end  
                2'b01: begin
                    if(annul_i == 1'b1) begin
                        state <= 2'b00;
                    end else begin
                        if(cnt != 6'b100000) begin
                            cnt <= cnt + 1;
                            if(minuend[32] == 1'b1) begin
                                tmp_result <= {tmp_result[63:0], 1'b0};
                            end else begin
                                tmp_result <= {minuend[31:0], tmp_result[31:0], 1'b1};
                            end
                        end else begin
                            if((signed_div_i == 1'b1) && ((opdata1_i[31] ^ opdata2_i[31]) == 1'b1)) begin
                                tmp_result[31:0] <= ~tmp_result[31:0] + 1;
                            end
                            if((signed_div_i == 1'b1) && ((opdata1_i[31] ^ tmp_result[64]) == 1'b1)) begin
                                tmp_result[64:33] <= ~tmp_result[64:33] + 1;
                            end
                            state <= 2'b10;
                        end
                    end
                end  
                2'b10: begin
                    result_o <= {tmp_result[64:33], tmp_result[31:0]};
                    ready_o <= 1'b1;
                    if(start_i == 1'b0) begin
                        state <= 2'b00;
                        result_o <= 64'h0000_0000_0000_0000;
                        ready_o <= 1'b0;
                    end
                end  
                2'b11: begin
                    state <= 2'b10;
                    tmp_result <= {64'h0000_0000_0000_0000, 1'b0};
                end  
            endcase
        end
    end
endmodule  
File: ./run.sh
#!/bin/bash
# OpenROAD 26Q1-2900-gdf79404cd8, Yosys 0.63+post, stock flow scripts
make -C /OpenROAD-flow-scripts/flow DESIGN_CONFIG=/design/flow/config.mk WORK_HOME=/design/flow/orfs finish
==> flow_metrics.env <==
# source this file to load flow results
export IMPL_status="completed"
export IMPL_worstHoldPathType="register to register"
export IMPL_synth_area_per_cell_um2=8.847
export IMPL_synth_edff_count=103
export IMPL_cp_top_family="simple AND/OR/NAND/NOR gates"
export IMPL_period_minus_slack_ps=6908
export IMPL_cts_tree="yes"
export IMPL_grt_overflow_total=0
export IMPL_peakVddDrop_mv=0.07111
export IMPL_rows=60
export IMPL_core_um2=26950
export IMPL_critPathMaxFanout=21
export IMPL_crit_arrival_ps=7070
export IMPL_antenna_cells=0
export IMPL_crit_buf_inv=4
export IMPL_slew_viol_final=0
export IMPL_placed_cells=1656
export IMPL_grt_pass1_vias=8654
export IMPL_p_per_area_nw_per_um2=81.40
export IMPL_skew_ps=12.26
export IMPL_viasPerCell=5.601
export IMPL_crit_required_ps=16160
export IMPL_grt_first_pass_wirelength_um=46780
export IMPL_drtIter0Drc=778
export IMPL_setup_ws_ps=9092
export IMPL_top_cell_area_share_pct=28.22
export IMPL_worstSetupEndpoint="tmp_result[37]"
export IMPL_pre_cts_ws_ps=8692
export IMPL_r2r_start="tmp_opdata2[0]"
export IMPL_slew_headroom_pct=44.53
export IMPL_stdcell_area_um2=13190
export IMPL_holdWs_ps=500.3
export IMPL_ys_chip_area_um2=10960
export IMPL_clkSlewWorstSetupHoldPaths_ps=70
export IMPL_place_hpwl_um=20730
export IMPL_final_setup_viol_count=0
export IMPL_min_from="result_o[18]"
export IMPL_cts_max_level=4
export IMPL_instances_no_fill=1688
export IMPL_placed_cell_area_um2=12580
export IMPL_synth_cell_types=67
export IMPL_dr_total_vias=9454
export IMPL_worst_pin_slew_ps=831.6
export IMPL_hold_violations=0
export IMPL_firstDrtPassIters=6
export IMPL_fmax_mhz=144.8
export IMPL_synthCells=1239
export IMPL_crit_cells=13
export IMPL_synth_warnings=0
export IMPL_yosysTopAreaCell="edfxtp_1"
export IMPL_yosysMostFrequentCell="nor2_1"
export IMPL_r2r_end="tmp_result[46]"
export IMPL_die_y_um=167.5
export IMPL_ant_nets=0
export IMPL_total_power_mw=1.074
export IMPL_slowest_delay_ps=610
export IMPL_track_usage_pct=21.75
export IMPL_antenna_found_initial=1
export IMPL_drive_gt1_share_pct=5.197
export IMPL_clock_path_buffers=2
export IMPL_tns_ps=0
export IMPL_rsz0062_at_grt="false"
export IMPL_io_pins=134
export IMPL_async_reset_ff_share_pct=0
export IMPL_finish_utilization_pct=48.94
export IMPL_top_cells_by_count="nor2_1, edfxtp_1, o21ai_0"
export IMPL_place_congestion=0.9207
export IMPL_hold_buffers=0
export IMPL_regToRegSetupSlack_ps=11960
export IMPL_r2r_cells=12
export IMPL_chip_area_um2=28070
export IMPL_crit_slowest_cell="nor3_1"
export IMPL_dieWidth_um=167.5
export IMPL_critical_path_most_common_cell="buf_4"
export IMPL_crit_start="opdata2_i[1]"
export IMPL_postSynthSeqShare_pct=40.82
export IMPL_flop_cell="edfxtp_1"
export IMPL_synth_area_um2=10960
export IMPL_drc=0
export IMPL_crit_path_start_kind="primary input"
export IMPL_ys_top_cells_by_area="edfxtp_1, dfxtp_1, xnor2_1"
export IMPL_clock_sinks=172
export IMPL_p_leak_nw=4.654
export IMPL_grt_max_degree=52
export IMPL_area_delta_synth_final_pct=20.33
export IMPL_openroad_warnings=28
export IMPL_critPathKind="primary input to register"
export IMPL_finalClockPeriodUsage_pct=43.17
export IMPL_port_buffers=133
export IMPL_drt_wl_total_um=29080
export IMPL_ys_flops=172
export IMPL_worstPathCellList="clkdlybuf4s50_1, inv_1, ha_1, nor3b_1, nor4b_2, buf_4, nand2_1, or4_1, nor3_1, nor2_1, o21ai_0, nor2_2, buf_4"
export IMPL_cts_setup_buffers=0
export IMPL_ctsResizeCount=0
export IMPL_yosysCellCount=1239
export IMPL_fp_util_pct=40.67
export IMPL_clock_latency_ps=430
export IMPL_max_cap_violations=0
export IMPL_cp_end_kind="register"
export IMPL_wire_per_inst_um=17.23
export IMPL_root_buffer="clkbuf_16"
export IMPL_cts_buffers=17
## layout make-up
cell class,count,area (µm²)
clock buffers,20,479.2
flip-flops and latches,172,4474
fillers,2471,13760
inverters,50,187.7
well taps,341,426.7
clock inverters,12,132.6
multi-input cells,945,6051
repair buffers,148,1439
## worst min-delay path by stage
stage	cells past startpoint	slack (ps)	to
finish	2	500	result_o[18]
global route	2	520	result_o[28]
CTS	2	510	result_o[47]
## per-layer routing
layer	GRT usage (%)	wire length, µm
met3	3.828	1471
met2	33.70	13470
met1	33.94	13700
met5	0	8
met4	2.792	436
## cell families after synthesis
kind of cell,Yosys count,share of synthesized area [%]
flops,172,40.82
xor+xnor,124,9.908
mux,20,1.849
compound gates,368,21.17
buf+inv,122,4.326
fa+ha+maj,40,4.634
simple gates,393,17.29
## sequential cells by signal, indices dropped and copies added (netlist names)
name / flops
result_o: 64
cnt: 6
tmp_result: 65
state: 4
ready_o: 1
tmp_opdata2: 32
## power by group
part / leakage [nW] / switching (mW) / internal [mW]
clock network: 0.306 / 0.181 / 0.250
registers: 1.51 / 0.0130 / 0.484
logic: 2.84 / 0.0832 / 0.0624
total: 4.65 / 0.277 / 0.797
## worst min-delay path, cell delays in order (launching register included)
cell	delay [ps]
dfxtp_1	330
a22oi_1	60
nor2_1	70
## cell usage in the layout (no fill, tap or decap), types with 12 or more instances in the layout
| master | n |
|---|---|
| a21oi_1 | 89 |
| xor2_1 | 51 |
| inv_1 | 50 |
| nor2_1 | 151 |
| clkbuf_16 | 19 |
| nand2b_1 | 15 |
| mux2i_1 | 18 |
| edfxtp_1 | 103 |
| nor4_1 | 18 |
| clkdlybuf4s50_1 | 132 |
| ha_1 | 39 |
| a22oi_1 | 67 |
| dfxtp_1 | 69 |
| o31ai_1 | 14 |
| o21ai_0 | 91 |
| nand3_1 | 18 |
| xnor2_1 | 73 |
| buf_4 | 15 |
| a21o_1 | 12 |
| nand2_1 | 86 |
| o22ai_1 | 27 |
| nor3_1 | 27 |
Power figures rest on the tool's default switching activity, not on a simulated workload.
